--- ./config.mk ---
export PLATFORM = sky130hd
export DESIGN_NAME = macc_417
export DESIGN_NICKNAME = macc_417
export VERILOG_FILES = /design/flow/design.v
export SDC_FILE = /design/flow/constraint.sdc
export NUM_CORES = 4
export LEC_CHECK = 1
export CORE_UTILIZATION = 40
--- ./constraint.sdc ---
current_design macc_417

set clk_period 67.6
set clk_io_pct 0.2

create_clock -name clk0 -period $clk_period [get_ports {clk}]
create_clock -name clk1 -period $clk_period [get_ports {rst}]

set non_clock_inputs [all_inputs -no_clocks]
set_input_delay [expr $clk_period * $clk_io_pct] -clock clk0 $non_clock_inputs
set_output_delay [expr $clk_period * $clk_io_pct] -clock clk0 [all_outputs]
--- ./design.v ---
module macc_417
  #(parameter A_WIDTH = 32,
    parameter B_WIDTH = 32
  )
  (
    input clk,
    input rst,
    input [A_WIDTH-1:0] a,
    input [B_WIDTH-1:0] b,
    input accumulate_enable,
    output [A_WIDTH+B_WIDTH-1:0] result,
    output overflow
  );
  parameter R_WIDTH = A_WIDTH+B_WIDTH;
  wire [A_WIDTH-1:0]a_input = accumulate_enable?a:{A_WIDTH{1'b0}};
  wire [B_WIDTH-1:0]b_input = accumulate_enable?b:{B_WIDTH{1'b0}};  
  reg [R_WIDTH-1:0] accumulator;
  always@(posedge rst)begin
    accumulator <= {R_WIDTH{1'b0}};
  end
  always@(posedge clk)begin
    if (accumulate_enable && !rst) accumulator <= result;
  end
  wire [A_WIDTH:1][R_WIDTH:0] interconnects;
  generate
    genvar i;
    for (i = 1; i< A_WIDTH; i++) begin:mult
      wire [B_WIDTH-1+i:0] adder_a;
      if (i==1) assign adder_a =  a_input[A_WIDTH-1]?b:{B_WIDTH{1'b0}};
      else assign adder_a =  interconnects[i];
      ripple_adder #(B_WIDTH+i,B_WIDTH)ra1(
        {adder_a[B_WIDTH-2+i:0],1'b0},
        a_input[A_WIDTH-1-i]? b_input :{B_WIDTH{1'b0}},
        interconnects[i+1][B_WIDTH+i:0]);
    end
  endgenerate
  wire [R_WIDTH-1:0]multiply_result = interconnects[A_WIDTH][R_WIDTH-1:0];
  ripple_adder #(R_WIDTH,R_WIDTH) ra_final(multiply_result, accumulator, {overflow,result});
endmodule
module ripple_adder
  #(parameter A_WIDTH = 64,
    parameter B_WIDTH = 64,
    parameter RESULT_INCL_CARRY = 1
  )
  (
    input [A_WIDTH-1:0] a,
    input [B_WIDTH-1:0] b,
    output [A_WIDTH-1+RESULT_INCL_CARRY:0] result
  );
  wire [A_WIDTH:1] carry; 
  generate 
    genvar i;
    for (i = 0; i<A_WIDTH; i=i+1) begin:adder
      if (i == 0) begin
        half_adder ha0(
          a[i],
          b[i],
          result[i],
          carry[i+1]
        );
      end
      else if (i<B_WIDTH)begin
        full_adder fa1(
          a[i],
          b[i],
          carry[i],
          result[i],
          carry[i+1]
        );
      end else begin
        half_adder ha1(
          a[i],
          carry[i],
          result[i],
          carry[i+1]
        );
      end      
    end
  endgenerate
  if (RESULT_INCL_CARRY) assign result[A_WIDTH] = carry[A_WIDTH];
endmodule
module full_adder
(
  input a,
  input b,
  input carry_in,
  output sum,
  output carry
);
  wire partial_sum, carry_1, carry_2;
  half_adder ha1(a, b, partial_sum, carry_1);
  half_adder ha2(partial_sum, carry_in, sum, carry_2);
  assign carry = carry_1 | carry_2;
endmodule
module half_adder
(
  input a,
  input b,
  output sum,
  output carry
);
  assign sum = a ^ b;
  assign carry = a & b;
endmodule
--- ./run.sh ---
#!/bin/bash
# OpenROAD 26Q1-2900-gdf79404cd8, Yosys 0.63+post, stock flow scripts
make -C /OpenROAD-flow-scripts/flow DESIGN_CONFIG=/design/flow/config.mk WORK_HOME=/design/flow/orfs finish
==> summary.txt <==
From the run reports.

- The run finished with clean final reports.
- According to the floorplan report, the die height is 339 um.
- The number of detailed-route iterations in the first pass reads 7.
- The mean instance size in the synthesized netlist reads 9.52 um^2.
- Hold repair after CTS inserted 0 buffers.
- The maximum number of pins on one net before global-route repair reads 140.
- The total die size reads 115000 um^2.
- The first-iteration detailed-routing DRC count reads 1473.
- Wire segments on met2 add up to 49200 um in the final route.
- The final number of hold-violating endpoints reads 0.
- The longest incremental delay of any stage on the critical path is reported as 0.73 ns.
- The layout-stage area growth over the synthesis result reads 4.07%.
- The internal power component is 34800 uW.
- The main area contributors are sky130_fd_sc_hd__fa_1 (41%), sky130_fd_sc_hd__and3_1 (12%), sky130_fd_sc_hd__xnor2_1 (6.5%).
- The type of element launching the critical path is a primary input.
- The share of the core filled with cells reads 42.0%.
- The design has 0 sequential cells.
- For this run, the total global-route usage over all layers was measured as 20.1%.
- The routed design shows a wire length per standard cell of 17.0 um.
- The tally of yosys warning messages reads 129.
- The fill cell instance count of the final layout is 11.0k.
- STA puts the critical path data required time at 54.08 ns.
- The summed negative setup slack over all endpoints reads 0 ns.
- The share of final-layout standard cells stronger than drive strength 1 is 4.04%.
- The width of the die reads 339 um.
- The most frequent cell on the critical path reads sky130_fd_sc_hd__fa_1.
- The routed via count divided by cell count reads 5.41.
- The highest fanout seen on the critical path reads 139.
- The floorplan core density is 40.3%.
- The number of antenna-violating nets in the routed design is 0.
- On the critical path the data arrives at 42.57 ns.
- The total global routing overflow is 0.
- The total count of max-transition violations in the final report reads 0.
- The initial antenna violation count reads 2.
- The DRC violation total left in the routed layout is recorded as 0.
- The critical hold path startpoint reads accumulate_enable.
- For this run, the number of standard cells in the final layout without fillers is 6027.
- After detailed routing, the wire length on met1 is 45500 um.
- The area share of the largest cell type after synthesis reads 41.1%.
- The weighted congestion reported at the end of routability-driven placement reads 0.869.
- Looking at the max-slew report, the worst-margin pin has a slew of 0.864 ns.
- The area taken by flip-flops and latches is 0 um^2.
- The number of rows created at floorplan reads 123.
- The post-synthesis cell area reads 45300 um^2.
- The total power density per cell area reads 1490 nW/um^2.
- In the hold timing report, the worst path depth is 3.
- The worst hold endpoint is result[0].
- The number of I/O port buffers reads 129.
- The final hold slack is 27.90 ns.
- The half-perimeter wire length after placement reads 82900 um.
- Setup repair after global routing left no endpoint under its margin.
- The core outline area reads 112000 um^2.
- The number of placed instances, taps included, is 6025.
- The number of standard cells after synthesis is 4759.
- The total via count after detailed routing is 32.6k.
- The final count of negative-setup-slack endpoints is 0.
- The peak supply drop reads 5.76 mV.
- The via count of the first global-routing pass came to 35.7k.
- The post-synthesis sequential area ratio is 0%.
- Leaving out fill and tap cells, the most frequent cells in the layout are sky130_fd_sc_hd__fa_1 (930), sky130_fd_sc_hd__and3_1 (893), sky130_fd_sc_hd__xnor2_1 (333).
- The count of distinct cell types in the synthesized netlist reads 115.
- The type recorded for the worst min-delay path is in2out.
- The multi-input gate area in the final layout reads 42200 um^2.
- The critical path startpoint is accumulate_enable.
- The number of gates resized after CTS is 0.
- The net switching share of the total power is 50.6%.
- The worst setup path is captured at an output port.
- The static power due to leakage reads 0.0233 uW.
- Buffers added to address setup during post-CTS repair amount to 0.
- Per the synthesis report, the dominant area consumer among library cells is sky130_fd_sc_hd__fa_1.
- After synthesis, the chip area reported by Yosys is 45300 um^2.
- By instance count after routing, the leading logic cell type is sky130_fd_sc_hd__fa_1.
- The library cell contributing the largest single delay on the critical path reads sky130_fd_sc_hd__xor2_1.
- In the setup report, the worst path falls into the class in2out.
- The total length of routed wires is 102000 um.
- After layout, the design draws a total of 70300 uW.
- The highest metal layer with signal wires is met4.
- The logs give a warning total of 35.
- The worst relative slew slack is 40.9%.
- The floorplan report gives the top-level pin count as 132.
- The met3 wire length is 6820 um.
- After synthesis, the design contains 4759 cells according to Yosys.
- The switching power of the nets reads 35600 uW.
- The tally of clock buffers in the finished layout is 0.
- The number of max-cap violations is 0.
- The global-route wire length before repair is 181000 um.
## synthesized netlist by cell type, drive strengths merged, types with 8 or more instances
cell type / count
xnor3: 113
a211oi: 13
o211a: 8
inv: 327
or3: 24
a21o: 11
and2: 55
xor3: 9
and3: 894
nand2b: 24
or2: 27
nor3b: 18
a31oi: 14
nor3: 77
xor2: 223
nor2: 158
xnor2: 337
mux2i: 45
clkbuf: 349
ha: 218
o211ai: 18
a22oi: 8
fa: 930
mux2: 25
o21ai: 55
nand3b: 14
nand4: 19
nor4: 16
or4: 8
buf: 91
nand3: 187
nand2: 235
o21a: 10
a21oi: 51
nor2b: 27
## layer usage
| layer | up-vias | global-route usage [%] |
|---|---|---|
| li1 | 15300 | - |
| met1 | 16500 | 29.2 |
| met2 | 692 | 32.3 |
| met3 | 50 | 5.88 |
| met4 | 0 | 1.51 |
| met5 | - | 0 |
## area by class of cell
type	count	share of cell area [%]
timing repair buffer	206	3.97
tap	1500	3.98
inverter	327	2.60
antenna	2	0.0106
multi-input combinational	3992	89.4
## critical path, delay by kind of cell
family | cells | cell delay, ns
buffers and inverters | 8 | 2.35
and+or+nand+nor | 9 | 2.61
muxes | 2 | 0.80
adders and majority gates | 39 | 17.26
AOI/OAI and AO/OA | 8 | 2.77
xor gates and xnor gates | 10 | 3.19
## how the worst max path moves through the flow
stage / to
5_1_grt: result[62]
4_1_cts: result[62]
6_report: result[62]
## cell families (layout without fill, tap and decap cells)
family / Yosys count / in the layout / synth area share (%)
other cells: 1 / 3 / 0.00828
fa+ha+maj: 1148 / 1148 / 47.1
compound gates: 280 / 280 / 4.53
simple gates: 1811 / 1811 / 22.6
mux: 70 / 70 / 1.66
xor+xnor: 682 / 682 / 17.1
buf+inv: 767 / 533 / 6.95
## through the flow
step	instance area, um^2	setup slack (ns)
3_3_place_gp	47200	11.56
2_1_floorplan	45300	15.33
6_report	47200	11.51
3_5_place_dp	47200	11.55
5_1_grt	47200	9.88
4_1_cts	47200	11.39
Power figures rest on the tool's default switching activity, not on a simulated workload.
