## flow/config.mk

```make
export PLATFORM = sky130hd
export DESIGN_NAME = fir_filter_max_pipelined
export DESIGN_NICKNAME = fir_filter_max_pipelined
export VERILOG_FILES = /design/flow/design.v
export SDC_FILE = /design/flow/constraint.sdc
export NUM_CORES = 4
export LEC_CHECK = 1
export CORE_UTILIZATION = 50
```

## flow/run.sh

```bash
#!/bin/bash
# OpenROAD 26Q1-2900-gdf79404cd8, Yosys 0.63+post, stock flow scripts
make -C /OpenROAD-flow-scripts/flow DESIGN_CONFIG=/design/flow/config.mk WORK_HOME=/design/flow/orfs finish
```

## flow/design.v

```verilog
`timescale 1ns / 1ps
module fir_filter_max_pipelined
#(
    parameter NUM_ELEMENTS = 7
)
(
    input clk,
    input rst,
    input [ 7 : 0 ] weight_data,
    input [ 2 : 0 ] weight_idx,
    input weight_valid,
    output weight_ready,
    input [ 7 : 0 ] input_data,
    input input_valid,
    output input_ready,
    output [ 15 : 0 ] output_data,
    input output_ready,
    output output_valid
);
    assign weight_ready = 1;
    assign input_ready = 1;
    reg pipeStageValid [4:0];
    assign output_valid = pipeStageValid[4];
    reg [6:0] weights [NUM_ELEMENTS-1:0];
    reg [6:0] values [NUM_ELEMENTS-1:0];
    reg [15:0] multResults [6:0];
    reg [15:0] pipeStage1 [3:0];
    reg [15:0] pipeStage2 [1:0];
    reg [15:0] pipeStage3;
    assign output_data = pipeStage3;
    integer i;
    always@(posedge clk)begin
        if (rst)begin
            for (i = 0; i< NUM_ELEMENTS; i = i+1)begin
                weights[i] = 0;
                values[i] = 0;   
                multResults[i] = 0;         
            end
            for (i = 0; i< 4; i = i+1)begin
                pipeStageValid[i] = 0;
            end
            pipeStage1[0] = 0;
            pipeStage1[1] = 0;
            pipeStage1[2] = 0;
            pipeStage1[3] = 0;
            pipeStage2[0] = 0;
            pipeStage2[1] = 0;
            pipeStage3 = 0;
        end else begin
            if (weight_valid)  
                weights[weight_idx] <= weight_data;
            pipeStage3 <= pipeStage2[0]+pipeStage2[1];
            pipeStageValid[4] <= pipeStageValid[3];
            pipeStage2[0] <= pipeStage1[0]+pipeStage1[1];
            pipeStage2[1] <= pipeStage1[2]+pipeStage1[3];
            pipeStageValid[3] <= pipeStageValid[2];
            pipeStage1[0] <= multResults[0]+multResults[1];
            pipeStage1[1] <= multResults[2]+multResults[3];            
            pipeStage1[2] <= multResults[4]+multResults[5];
            pipeStage1[3] <= multResults[6];  
            pipeStageValid[2] <= pipeStageValid[1];
            multResults[0] <= weights[0]*values[0];
            multResults[1] <= weights[1]*values[1];
            multResults[2] <= weights[2]*values[2];
            multResults[3] <= weights[3]*values[3];
            multResults[4] <= weights[4]*values[4];
            multResults[5] <= weights[5]*values[5];
            multResults[6] <= weights[6]*values[6];  
            pipeStageValid[1] <= pipeStageValid[0];
            if (input_valid)begin
                for (i = NUM_ELEMENTS-1; i> 0; i=i-1)begin
                    values[i] <= values[i-1];
                end
                values[0] <= input_data;
                pipeStageValid[0] <= 1;
            end          
            else
                pipeStageValid[0] <= 0;
         end 
    end
endmodule
```

## flow/constraint.sdc

```tcl
current_design fir_filter_max_pipelined

set clk_period 5.0
set clk_io_pct 0.2

create_clock -name clk0 -period $clk_period [get_ports {clk}]

set non_clock_inputs [all_inputs -no_clocks]
set_input_delay [expr $clk_period * $clk_io_pct] -clock clk0 $non_clock_inputs
set_output_delay [expr $clk_period * $clk_io_pct] -clock clk0 [all_outputs]
```

==> deck_impl_summary.md <==
Physical Implementation Snapshot

Pwr
  • Worst vdd ir: between 0.2 and 0.25 mV
  • Tot Pwr: about 0.0054 W
  • Int Pwr: between 0.004 and 0.005 W
  • P_leak: between 10 and 15 nW
  • Gate power share: 0.031
  • Sequential Power Share: 0.464
  • Sw Pwr: between 0.001 and 0.0015 W
  • Sw frac: 0.2282
  • Clk pwr share: 0.505
  • PD cells: around 210 nW/um^2

Drt
  • Routed WL per cell: roughly 16 um
  • Pre-antenna DRT Iters: 5
  • Wire length on met3: 3621 um
  • Metal-1 WL: ~24,000 um
  • Max layer used: met4
  • Total number of vias: roughly 17,000
  • Met2 routed WL: 20,700 um
  • DRC viols: 0
  • Vias per inst: about 5.3
  • Final ANT Viol Nets: 0
  • Drt first-iter violations: between 600 and 700
  • Drt total wl: roughly 50,000 um

STA
  • Setup TNS: 0 ns
  • RSZ-0062 raised after global routing: no
  • Max Freq: 0.2316 GHz
  • Min Tclk post-route: 4.318 ns
  • Max_slew headroom: 0.4608
  • Final Hold Fails: 0
  • Measured slew at the worst slew-check pin: 0.8058 ns
  • Fin Clk Skew: about 0.017 ns
  • Max-slew violation count: 0
  • Fin crit share: 0.8635
  • Final count of negative-setup-slack endpoints: 0

Global routing
  • GRT Total Usage: 0.2313
  • First-pass GRT wire length: between 80,000 and 90,000 um
  • Largest net degree at the start of global routing: ~150
  • Vias in the first global route: about 16,000
  • Initial antenna violation count: 2
  • GR Overflow Total: 0

Final layout
  • P&R area growth vs syn: 9.849%
  • Share of cells above drive strength 1: 0.03739
  • Most frequent cells in the layout: ha_1, dfxtp_1, nor2_1
  • Most numerous logic cell after layout: ha_1

Die
  • Pre-Place Util: 0.5087
  • Die Area: between 40,000 and 50,000 um^2
  • Core Area: 45,580 um^2
  • Io pins: 43
  • Die width: ~220 um
  • Rows: approximately 78
  • Die height: 217.3 um

Critical path
  • Crit path launch type: flop
  • Kind of end point of the critical path: flop
  • CP startpoint: weights[4][5]
  • CP Data Arrival Time: between 4 and 5 ns
  • Critical path fanouts, max: 8
  • Crit path DRT: about 5.4 ns
  • Worst r2r src: weights[4][5]
  • Crit Path Category: reg2reg

Synth
  • Synth async-reset ratio: 0
  • Distinct cell type count after synthesis: approximately 66
  • Top area cell types: dfxtp_1, ha_1, fa_1
  • Chip Area, Yosys: about 23,000 um^2
  • Flip-flops with a built-in enable: 1
  • Synth Instances: roughly 2,500
  • Main synth FF type: dfxtp_1
  • Syn Std Cell Area: roughly 23,000 um^2
  • Synth Register Bits: between 300 and 400
  • Area leader, netlist: dfxtp_1
  • Area leader share: 0.2651
  • Syn. warnings: 7
  • Synth Seq Share: 0.2664
  • Ys cells: about 2,500
  • Synthesized area per cell: 9.363 um^2

Clocking
  • Level count of the clock H-tree: 2
  • Resized Gates After CTS: 0
  • Setup Fix Bufs, Post-CTS: 0
  • CTS tree: yes
  • CTS root buffer: clkbuf_16
  • Clock-pin slew on the worst setup and hold paths: about 0.06 ns
  • Clk latency of the worst-skew pair: approximately 0.56 ns
  • Clock sink count: slightly above 300
  • Cts bufs inserted: 37
  • CTS Buffer Depth: 3
  • CTS Hold Bufs: 0

Run
  • Max-Cap Viols: 0
  • OpenROAD warning count: 31

Placement
  • Detail Placement HPWL: 38,060 um
  • Port Buffers: 37
  • Gpl congestion: 0.8957

Worst hold path
  • Worst hold path startpoint: pipeStageValid[3]
  • Class of the worst hold path: reg2reg

Run status
  • Status: complete, no violations
## power by group through the flow
stage	logic [W]	registers (W)	clock network, W
4_1_cts	0.000171	0.00251	0.00282
5_1_grt	0.000187	0.00252	0.00293
6_report	0.000168	0.00252	0.00274
## final cells by class
class                   count  area, um^2
fillers                  3912       20110
multi-input cells        1941       16150
flip-flops and latches    308        6176
clock buffers              49        1052
well taps                 600       750.7
inverters                 177       664.4
repair buffers             48       465.4
clock inverters            18       207.7
diodes                      1       2.502
## per-stage QoR
step	utilization	instances	setup slack, ns	cell area [um^2]	hold slack, ns
after floorplan	-	2477	0.9986	23190	0.3855
after global placement	0.5311	3074	0.7362	24200	0.3910
after detailed placement	0.5311	3074	0.6961	24200	0.3940
after CTS	0.5587	3141	0.7046	25460	0.4079
after global routing	0.5587	3141	0.4260	25460	0.4137
final	0.5588	3142	0.6823	25470	0.4068
## critical path, cell delays in order (launching register included)
cell	delay (ns)
dfxtp_1	0.38
and2_1	0.21
fa_1	0.53
inv_1	0.06
fa_1	0.52
inv_1	0.04
fa_1	0.48
inv_1	0.06
fa_1	0.47
inv_1	0.04
ha_1	0.33
o21a_1	0.22
a211oi_1	0.36
o21ai_0	0.12
a21oi_1	0.35
## registers in the layout (all words and copies together), names as in the netlist
register / count
pipeStage3: 16
pipeStage1: 59
pipeStageValid: 5
values: 49
multResults: 98
weights: 49
pipeStage2: 32
## per-layer routing
layer	vias up	GRT usage
met5	-	0
met4	0	0.05023
met3	65	0.06681
met2	324	0.3304
met1	7785	0.3600
li1	8450	-
## logic make-up (layout without fill, tap and decap cells)
logic type,count (synthesis),after routing,share of synthesized area
compound gates,393,393,0.1136
xor+xnor,108,108,0.04080
fa+ha+maj,484,484,0.3176
buf+inv,228,292,0.03724
flops,308,308,0.2664
mux,92,92,0.04010
other cells,1,3,0.0001618
simple gates,862,862,0.1842
## path summary, 6_finish.rpt
kind	to	slack, ns	cells past startpoint
hold reg to reg	pipeStageValid[4]	0.41	0
setup / recovery	multResults[4][9]	0.68	14
setup reg to reg	multResults[4][9]	0.68	14
hold / removal	pipeStageValid[4]	0.41	0
## cell usage after synthesis (3+ instances only)
| cell | instances |
|---|---|
| a22o_1 | 3 |
| o22ai_1 | 6 |
| or3_1 | 10 |
| nor2_1 | 287 |
| nor2b_1 | 75 |
| clkbuf_1 | 41 |
| buf_1 | 8 |
| o21a_1 | 24 |
| inv_1 | 177 |
| o21ai_0 | 81 |
| a21o_1 | 33 |
| and2_1 | 264 |
| dfxtp_1 | 307 |
| o2111ai_1 | 3 |
| xnor2_1 | 64 |
| or2_2 | 4 |
| nand2_1 | 153 |
| mux2_2 | 5 |
| nor3_1 | 25 |
| o211a_1 | 3 |
| nor4_1 | 5 |
| xor2_1 | 44 |
| and3_1 | 11 |
| a31oi_1 | 12 |
| o21bai_1 | 13 |
| o211ai_1 | 9 |
| a211o_1 | 8 |
| o31a_1 | 6 |
| nand2b_1 | 11 |
| nand4_1 | 3 |
| nand3_1 | 6 |
| a211oi_1 | 43 |
| ha_1 | 310 |
| a21boi_0 | 7 |
| fa_1 | 174 |
| mux2i_1 | 85 |
| o41ai_1 | 3 |
| a21oi_1 | 88 |
| a41o_1 | 4 |
| a2111oi_0 | 3 |
| a221oi_1 | 9 |
| o31ai_1 | 11 |
Power is estimated from default activity; no workload was simulated.
