==> flow/run.sh <==
#!/bin/bash
# OpenROAD 26Q1-2900-gdf79404cd8, Yosys 0.63+post, stock flow scripts
make -C /OpenROAD-flow-scripts/flow DESIGN_CONFIG=/design/flow/config.mk WORK_HOME=/design/flow/orfs finish
==> flow/config.mk <==
export PLATFORM = sky130hd
export DESIGN_NAME = fir_filter
export DESIGN_NICKNAME = fir_filter
export VERILOG_FILES = /design/flow/design.v
export SDC_FILE = /design/flow/constraint.sdc
export NUM_CORES = 4
export LEC_CHECK = 1
export CORE_UTILIZATION = 30
==> flow/constraint.sdc <==
current_design fir_filter

set clk_period 12.2
set clk_io_pct 0.2

create_clock -name clk0 -period $clk_period [get_ports {clk}]

set non_clock_inputs [all_inputs -no_clocks]
set_input_delay [expr $clk_period * $clk_io_pct] -clock clk0 $non_clock_inputs
set_output_delay [expr $clk_period * $clk_io_pct] -clock clk0 [all_outputs]
==> flow/design.v <==
`timescale 1ns / 1ps
module fir_filter
#(
    parameter NUM_ELEMENTS = 7
)
(
    input clk,
    input rst,
    input [ 7 : 0 ] weight_data,
    input [ 2 : 0 ] weight_idx,
    input weight_valid,
    output weight_ready,
    input [ 7 : 0 ] input_data,
    input input_valid,
    output input_ready,
    output [ 15 : 0 ] output_data,
    input output_ready,
    output output_valid
);
    assign weight_ready = 1;
    assign input_ready = 1;
    assign output_valid = 1;
    reg [7:0] weights [NUM_ELEMENTS-1:0];
    reg [7:0] values [NUM_ELEMENTS-1:0];
    integer i;
    always@(posedge clk)begin
        if (rst)begin
            for (i = 0; i< NUM_ELEMENTS; i = i+1)
                weights[i] = 0;
        end else if (weight_valid)
            weights[weight_idx] = weight_data;
        for (i = NUM_ELEMENTS-1; i> 0; i=i-1)begin
            values[i] <= rst?0:values[i-1];
        end
        values[0] <= rst?0:input_data;
    end
    wire [15:0] intermediate_sums [NUM_ELEMENTS-1:0];
    assign output_data = intermediate_sums[NUM_ELEMENTS-1];  
    generate
        genvar j;
        for (j = 0; j<NUM_ELEMENTS; j=j+1)begin:summation
            assign intermediate_sums[j] = (j?intermediate_sums[j-1]:0) + values[j]*weights[j];
        end
    endgenerate
endmodule
==> run_results.csv <==
group,metric,value,unit
grt,grt_overflow_total,0,
drt,avgRoutedWirePerCell,15.7,um
final_timing,rsz0062_at_grt,"no",
logic_synthesis,largest_area_cell,"fa_1",
drt,final_antenna_net_count,0,
min_path,worstHoldStart,"values[3][0]$_SDFF_PP0_",
logic_synthesis,synth_area_per_cell,9.98,um^2
worst_setup_path,rrSetupSlack,10850,ps
clock_network,cts_tree,"built",
die,die_h,252,um
final_timing,max_freq,94.7,MHz
logic_synthesis,yosys_area,18700,um^2
drt,insertedDiodeCount,0,
placement,place_hpwl,37.3,mm
logic_synthesis,yosysWarnings,2,
power,p_total,1.76,mW
min_path,min_path_type,"flip-flop to flip-flop",
outcome,outcome,"complete, no violations",
logic_synthesis,synthArstFlopShare,0,%
worst_setup_path,regToRegEndpoint,"values[1][4]$_SDFF_PP0_",
clock_network,htree_num_levels,3,
final_timing,fin_crit_sh,86.6,%
worst_setup_path,crit_buf_inv,8,
final_timing,tns,0,ps
die,chip_area,63400,um^2
drt,avgViaCountPerCell,4.27,
drt,drt-initial-drc-count,486,
min_path,min_path_cells,1,
worst_setup_path,cp-start-kind,"flip-flop",
logic_synthesis,synth_area,18700,um^2
final_timing,skew,3.92,ps
grt,grt_usage,15.6,%
logic_synthesis,ys.flop_type,"dfxtp_1",
logic_synthesis,synth.top_cell.area_share,42.9,%
final_timing,slew_viol_final,0,
worst_setup_path,required,9760,ps
worst_setup_path,critPathMaxFanout,9,
power,irDropWorstVdd,158,uV
placement,gp_congestion,0.922,
worst_setup_path,cp_slowest_cell,"dfxtp_1",
clock_network,cts_setup_buffers,0,
min_path,whs_endpoint,"values[4][0]$_SDFF_PP0_",
clock_network,clkLatencyLatePin,370,ps
clock_network,clk_pin_slew_worst_paths,80,ps
drt,routed_wl,43.1,mm
layout,drive_above_1_share,1.15,%
layout,comb_area,14000,um^2
clock_network,cts-root-buf,"clkbuf_16",
worst_setup_path,cpMostUsedCell,"fa_1",
drt,detail_route.first_pass.iterations,5,
job,cap_violations,0,
grt,grt_pass1_vias,13100,
final_timing,hold_ws,611,ps
worst_setup_path,cpPeakStageDelay,740,ps
logic_synthesis,yosysCellCount,1875,
clock_network,cts_sinks,112,
final_timing,setup_viol,0,
placement,placed_cell_area,20000,um^2
logic_synthesis,edf_count,48,
worst_setup_path,critical-path-top-delay-family,"adder cells",
final_timing,worst_pin_slew,716,ps
placement,port_buffers,37,
die,row_count,91,
power,power.density,86.7,nW/um^2
drt,drc_errors,0,
logic_synthesis,ys_seq_share,14.6,%
layout,area_delta_synth_final,8.61,%
layout,seq_area,2720,um^2
job,tool_warnings,27,
worst_setup_path,r2r-start,"values[0][4]$_SDFF_PP0_",
final_timing,fin_crit,10560,ps
clock_network,clk_path_buf_depth,2,
clock_network,cts_resized,0,
layout,final_cells,2744,
layout,nFillCells,6191,
worst_setup_path,crit_type,"flip-flop to output pin",
logic_synthesis,ys_ff,112,
drt,dr_total_vias,11700,
die,die_x,252,um
grt,grt_pass1_wl,71.9,mm
logic_synthesis,syn_inst,1875,
die,ioPinCount,43,
worst_setup_path,endpoint_kind,"output pin",
layout,final_area,20300,um^2
grt,grt_max_degree,57,
clock_network,postCtsHoldBufs,0,
logic_synthesis,topCellsByArea,"fa_1 43%, ha_1 12%, and2_1 10%",
grt,antenna_found_initial,1,
final_timing,timing.slew.headroom,52.3,%
final_timing,hold_viol,0,
worst_setup_path,reg2regPathDepth,1,
power,p_leak,10.1,nW
logic_synthesis,synth_cell_types,32,
placement,place_inst,2728,
worst_setup_path,arrival,8120,ps
die,core_area,61700,um^2
die,initial_core_util,30.3,%
clock_network,numCtsBuffers,9,
==> routing by layer <==
metal	vias to the layer above	global-route usage (%)	routed length, um
met5	-	0	13
met4	2	3.89	1430
met3	50	5.23	3340
met1	5855	21.1	17600
li1	5444	-	-
met2	378	24.8	20600
==> layout by cell type, fill, tap and decap left out, types with 8 or more instances in the layout <==
cell type | netlist | final
and2_1 | 302 | 302
nand2_1 | 168 | 168
a21oi_1 | 10 | 10
fa_1 | 401 | 401
nor2_1 | 42 | 42
xnor2_1 | 28 | 28
dfxtp_1 | 64 | 64
inv_1 | 503 | 503
nor2b_1 | 61 | 61
ha_1 | 183 | 183
clkbuf_16 | 0 | 9
clkdlybuf4s50_1 | 0 | 36
mux2i_1 | 8 | 8
edfxtp_1 | 48 | 48
==> power breakdown <==
group          internal, mW  switching, mW
Combinational         0.530          0.474
Clock                 0.145          0.164
Sequential            0.406         0.0428
==> cell families after synthesis <==
family          synth area share (%)
compound gates                  1.04
xor+xnor                        1.45
fa+ha+maj                       55.2
buf+inv                         10.6
flops                           14.6
mux                            0.428
other cells                   0.0200
simple gates                    16.7
==> sequential cells by signal (all words and copies together), names as in the netlist <==
signal / flops
weights: 56
values: 56
==> worst max-delay path by stage <==
stage,startpoint,endpoint,slack (ps),cells past startpoint
after CTS,values[0][5]$_SDFF_PP0_,output_data[15],1660,26
final,values[0][5]$_SDFF_PP0_,output_data[15],1640,26
after global routing,values[0][5]$_SDFF_PP0_,output_data[15],1220,26
==> final cells by class <==
| type | instances | share of cell area [%] |
|---|---|---|
| clock buffers | 10 | 1.13 |
| clock inverters | 6 | 0.283 |
| inverters | 503 | 9.29 |
| multi-input cells | 1238 | 68.9 |
| flip-flops and latches | 112 | 13.4 |
| well taps | 837 | 5.15 |
| repair buffers | 38 | 1.84 |
==> Yosys cell counts, types with 6 or more instances <==
library cell,count
nor2b_1,61
clkbuf_1,19
nand2b_1,6
a21oi_1,10
xnor2_1,28
mux2i_1,8
ha_1,183
nor2_1,42
and2_1,302
nand2_1,168
edfxtp_1,48
dfxtp_1,64
fa_1,401
a21o_1,6
inv_1,503
==> per-stage QoR <==
step                      setup slack (ps)  util (%)
after floorplan                       3220         -
after global placement                2190      32.5
after detailed placement              2100      32.5
after CTS                             1660      32.9
after global routing                  1220      32.9
final                                 1640      32.9
No activity file was given, so power comes from the tool's default toggle rates.
